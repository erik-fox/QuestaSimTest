==> design.v <==
module TBirdTailLights(Clock, Clear, Left, Right, Hazard, LA, LB, LC, RA, RB, RC);
input Clock, Clear, Left, Right, Hazard;
output LA,LB,LC,RA,RB,RC;
reg LA,LB,LC,RA,RB,RC;
parameter ON  = 1'b1;
parameter OFF = 1'b0;
parameter
	IDLE  = 8'b00000001,
	L1    = 8'b00000010,
	L2    = 8'b00000100,
	L3    = 8'b00001000,
	R1    = 8'b00010000,
	R2    = 8'b00100000,
	R3    = 8'b01000000,
	LR3   = 8'b10000000;
reg [7:0] State, NextState;
always @(posedge Clock)
begin
if (Clear)
	State <= IDLE;
else
	State <= NextState;
end
always @(State)
begin
case (State)
	IDLE:	begin
		LA = OFF;
		LB = OFF;
		LC = OFF;
		RA = OFF;
		RB = OFF;
		RC = OFF;
		end
	L1:	begin
		LA = ON;
		LB = OFF;
		LC = OFF;
		RA = OFF;
		RB = OFF;
		RC = OFF;
		end
	L2:	begin
		LA = ON;
		LB = ON;
		LC = OFF;
		RA = OFF;
		RB = OFF;
		RC = OFF;
		end
	L3:	begin
		LA = ON;
		LB = ON;
		LC = ON;
		RA = OFF;
		RB = OFF;
		RC = OFF;
		end
	R1:	begin
		LA = OFF;
		LB = OFF;
		LC = OFF;
		RA = ON;
		RB = OFF;
		RC = OFF;
		end
	R2:	begin
		LA = OFF;
		LB = OFF;
		LC = OFF;
		RA = ON;
		RB = ON;
		RC = OFF;
		end
	R3:	begin
		LA = OFF;
		LB = OFF;
		LC = OFF;
		RA = ON;
		RB = ON;
		RC = ON;
		end
	LR3:	begin
		LA = ON;
		LB = ON;
		LC = ON;
		RA = ON;
		RB = ON;
		RC = ON;
		end
endcase
end
always @(State or Left or Right or Hazard)
begin
case (State)
	IDLE:	begin
		if (Hazard || Left && Right)
			NextState = LR3;
		else if (Left)
			NextState = L1;
		else if (Right)
			NextState = R1;
		else
			NextState = IDLE;
		end
	L1:	begin
		if (Hazard)
			NextState = LR3;
		else
			NextState = L2;
		end
	L2:	begin
		if (Hazard)
			NextState = LR3;
		else
			NextState = L3;
		end
	L3:	begin
		NextState = IDLE;
		end
	R1:	begin
		if (Hazard)
			NextState = LR3;
		else
			NextState = R2;
		end
	R2:	begin
		if (Hazard)
			NextState = LR3;
		else
			NextState = R3;
		end
	R3:	begin
		NextState = IDLE;
		end
	LR3:	begin
		NextState = IDLE;
		end
endcase
end
endmodule
==> run.sh <==
#!/bin/bash
# OpenROAD 26Q1-2900-gdf79404cd8, Yosys 0.63+post, stock flow scripts
make -C /OpenROAD-flow-scripts/flow DESIGN_CONFIG=/design/flow/config.mk WORK_HOME=/design/flow/orfs finish
==> config.mk <==
export PLATFORM = sky130hd
export DESIGN_NAME = TBirdTailLights
export DESIGN_NICKNAME = TBirdTailLights
export VERILOG_FILES = /design/flow/design.v
export SDC_FILE = /design/flow/constraint.sdc
export NUM_CORES = 4
export LEC_CHECK = 1
export CORE_AREA = 10 10 72 72
export DIE_AREA = 0 0 82 82
==> constraint.sdc <==
current_design TBirdTailLights

set clk_period 1.0
set clk_io_pct 0.2

create_clock -name clk0 -period $clk_period [get_ports {Clock}]

set non_clock_inputs [all_inputs -no_clocks]
set_input_delay [expr $clk_period * $clk_io_pct] -clock clk0 $non_clock_inputs
set_output_delay [expr $clk_period * $clk_io_pct] -clock clk0 [all_outputs]
==> reports/results.txt <==
RSZ-0062 raised after global routing - no
ant diodes - 0
GR Overflow Total - 0
post-route insts no fill - 134
CTS Hold Bufs - 0
Pre-Place Util - 0.192
post-CTS resize count - 0
initial antenna violation count - 0
Synth Instances - 73
# Post-CTS Setup Buffers - 0
ys cells - 73
Yosys reg bits - 22
min Tclk post-route - 0.804 ns
Worst setup EP type - register
# port buffers - 10
mean post-synth cell area - 9.70 sq um
netlist area before placement - 708 sq um
worst hold path depth - 2
number of enable flip-flop cells - 0
Post-DP HPWL - 1080 um
Bufs and invs on worst path - 1
Worst Min Path Start - Clear
fmax - 1.24 GHz
final count of pins violating max slew - 0
Worst Path Required - 1.11 ns
Core ar. - 0.00369 sq mm
status - finished clean
register pins left without a clock - 14
Via-to-Cell Ratio - 4.08
Post-Route WL - 1330 um
Synth cell types - 26
routed length per instance - 9.96 um
Worst IR Drop VDD - 0.261 mV
LEAKAGE - 0.382 nW
GPL Wtd Cong - 0.857
die y size - 82 um
CP max stage cell - clkdlybuf4s50_1
Final Setup Violations - 0
vias in the first global route - 503
die width - 82 um
Crit Path Max Fanout - 2
fillcell total - 402
Die Size - 0.00672 sq mm
Clock H-tree levels - 1
CTS buffer count - 3
Synth Flop Type - dlxtn_1
cell family with the largest share of critical-path delay - buffers and inverters
share of post-route cells with drive strength above 1 - 0.128
crit path kind - in -> reg
HP Class - in -> reg
CTS Root Cell - clkbuf_8
PD cells - 1010 mW/mm^2
# IOs - 11
DRT antenna net count - 0
DR vias - 547
DR pass1 iterations - 3
Inst Count DP - 131
first-pass GRT wire length - 2200 um
crit path from - Clear
final setup TNS - 0 ns
initial drt markers - 33
yosys warns - 1
CTS tree - yes
final hold vios - 0
Slew @ Worst Pin - 0.474 ns
dominant logic cell type in the layout - dlxtn_1
tool warnings - 25
Hold Crit Endpoint - State[0]$_SDFF_PP1_
relative slew slack - 0.683
endpoints left unconstrained - 20
largest net degree at the start of global routing - 9
DR DRC count - 0
most instantiated logic cells after routing - 14 x dlxtn_1, 10 x clkdlybuf4s50_1, 8 x dfxtp_1, 7 x nor2b_1, 6 x nor2_1
number of core rows - 22
clk buf depth - 2
cells along the critical path - clkdlybuf4s50_1 > or2_2
max-cap check violation count - 0
GRT Total Usage - 0.0392
CP startpoint kind - primary input
cycle use final - 0.804
area grow syn2layout - 29.3%
Async SR Flop Fraction - 0
Hold WS - 0.588 ns
CP max stage delay - 0.42 ns
data arrival time of the critical path - 0.91 ns
clock slew at reported path FFs - 0.04 ns
YS chip area - 708 sq um
-- cell families after synthesis --
logic type | after synthesis | synth area share
buf+inv | 4 | 0.0230
latches | 14 | 0.297
xor+xnor | 4 | 0.0495
flops | 8 | 0.226
simple gates | 35 | 0.314
compound gates | 8 | 0.0901
-- Yosys cell counts (2+ instances only) --
| master | count | area [sq um] |
|---|---|---|
| dfxtp_1 | 8 | 160 |
| nor3_1 | 2 | 10.0 |
| nor2b_1 | 7 | 43.8 |
| nor4b_2 | 2 | 30.0 |
| nor2_1 | 6 | 22.5 |
| nand3_1 | 3 | 15.0 |
| dlxtn_1 | 14 | 210 |
| xor2_1 | 3 | 26.3 |
| nand2b_1 | 2 | 12.5 |
| o21ai_0 | 2 | 10.0 |
| nand2_1 | 5 | 18.8 |
| inv_1 | 2 | 7.51 |
| nor4b_1 | 4 | 35.0 |
-- report_power, final --
group          internal [mW]  leakage (nW)  switching (mW)
Sequential             0.391         0.173          0.0146
Clock                  0.260        0.0216           0.121
Combinational         0.0692         0.187          0.0641
Total                  0.721         0.382           0.200
-- per-stage QoR --
step / worst slack [ns] / util / cell area (sq um) / power (mW)
2_1_floorplan: 0.412 / - / 708 / 0.474
3_3_place_gp: -0.0209 / 0.237 / 875 / 0.544
3_5_place_dp: -0.0389 / 0.237 / 875 / 0.547
4_1_cts: 0.192 / 0.248 / 916 / 0.938
5_1_grt: 0.193 / 0.248 / 916 / 0.965
6_report: 0.196 / 0.248 / 916 / 0.921
-- worst max path at each step --
stage | end | cells past startpoint
final | State[0]$_SDFF_PP1_ | 2
after global routing | State[0]$_SDFF_PP1_ | 2
after CTS | State[0]$_SDFF_PP1_ | 2
-- per-layer routing --
metal	GRT usage	vias to the layer above	routed length, um
met5	0	-	0
met4	0.0102	0	26
met3	0.00771	2	108
met2	0.0572	11	526
met1	0.0578	250	672
li1	-	284	-
-- sequential cells by signal (all words and copies together), names as in the netlist --
register,count
State,8
RB,1
RA,1
LA,1
LB,1
LC,1
NextState,8
RC,1
-- final cells by class --
cell class | instances | area [sq um] | share of cell area
flip-flops and latches | 22 | 370 | 0.404
inverters | 2 | 7.51 | 0.00820
well taps | 48 | 60.1 | 0.0656
repair buffers | 12 | 115 | 0.126
multi-input cells | 47 | 322 | 0.351
clock buffers | 3 | 41.3 | 0.0451
No activity file was given, so power comes from the tool's default toggle rates.
